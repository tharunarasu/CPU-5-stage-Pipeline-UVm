`flow/run.sh`:
```
#!/bin/bash
# OpenROAD 26Q1-2900-gdf79404cd8, Yosys 0.63+post, stock flow scripts
make -C /OpenROAD-flow-scripts/flow DESIGN_CONFIG=/design/flow/config.mk WORK_HOME=/design/flow/orfs finish
```
`flow/config.mk`:
```
export PLATFORM = sky130hd
export DESIGN_NAME = id_stage
export DESIGN_NICKNAME = id_stage
export VERILOG_FILES = /design/flow/design.v
export SDC_FILE = /design/flow/constraint.sdc
export NUM_CORES = 4
export LEC_CHECK = 1
export CORE_AREA = 10 10 70 70
export DIE_AREA = 0 0 80 80
export SYNTH_HDL_FRONTEND = slang
```
`flow/constraint.sdc`:
```
current_design id_stage

set clk_period 1.0
set clk_io_pct 0.2

create_clock -name clk0 -period $clk_period [get_ports {clk}]

set non_clock_inputs [all_inputs -no_clocks]
set_input_delay [expr $clk_period * $clk_io_pct] -clock clk0 $non_clock_inputs
set_output_delay [expr $clk_period * $clk_io_pct] -clock clk0 [all_outputs]
```
`flow/design.v`:
```
module id_stage (
  input  logic        clk,
  input  logic        reset,
  input  logic [31:0] instr_in,       
  output logic [4:0]  rs,
  output logic [4:0]  rt,
  output logic [4:0]  rd,
  output logic [15:0] imm,
  output logic [31:0] reg1_data,
  output logic [31:0] reg2_data
);
  assign rs  = instr_in[25:21];
  assign rt  = instr_in[20:16];
  assign rd  = instr_in[15:11];
  assign imm = instr_in[15:0];
  reg_file rf (
    .clk(clk),
    .reset(reset),
    .rs(rs),
    .rt(rt),
    .reg1(reg1_data),
    .reg2(reg2_data)
  );
endmodule
module reg_file (
  input  logic        clk,
  input  logic        reset,
  input  logic [4:0]  rs, rt,
  output logic [31:0] reg1, reg2
);
  logic [31:0] regs[0:31];
  initial begin
    integer i;
    for (i = 0; i < 32; i++)
      regs[i] = i;
  end
  always_ff @(posedge clk) begin
    reg1 <= regs[rs];
    reg2 <= regs[rt];
  end
endmodule
```
==> summary.txt <==
Figures from the flow reports.

Critical path:
- The run gives the cell with the largest stage delay on the worst path as sky130_fd_sc_hd__clkdlybuf4s50_1.
- STA puts the critical path data arrival time at 770 ps.
- Broken down by cell family, the worst path's largest delay share belongs to buffers and inverters.
- Traced cell by cell, the critical path runs through clkdlybuf4s50_1 > buf_2.
- In this run the worst setup path terminates at rs[3].
- The run gives the element type at the critical path start as an input port.
- The run gives the buffering stage count on the worst path with inverters included as 2.
- Max fanout on the critical path was recorded as 2.
- The run gives the number of cells on the critical path as 2.
- Among all stages on the critical path, the maximum delay recorded is 470 ps.
- STA classifies the critical path endpoint as a primary output.
- The run gives the origin of the worst setup path as instr_in[24].
- The run puts the data required time of the critical path at 800 ps.
- The run gives the kind of critical path as in -> out.

GRT:
- The run puts the wire length of the first global-routing pass at 2150 um.
- The run gives the most heavily used metal layer in global routing as met2.
- The run gives the via count of the first global-routing pass as 422.
- The run puts the initial antenna violation count at 0.
- The run gives the routing usage on met2 as 7.14%.
- The run puts the total congestion overflow after global routing at 0.
- For this run, global-route usage on met1 was measured as 3.38%.
- The run puts the overall track demand over capacity in global routing at 4.08%.
- For this run, global-route usage on met3 was measured as 2.39%.
- The run gives the pin count of the biggest net entering global routing as 6.

Logic synthesis:
- The run puts the portion of netlist area occupied by mux cells at 0%.
- For reference, the top cells by count after synthesis are 85 x sky130_fd_sc_hd__buf_4, 10 x sky130_fd_sc_hd__dfxtp_1, 1 x sky130_fd_sc_hd__conb_1.
- The run gives the area share of xor/xnor cells in the synthesized design as 0%.
- After synthesis, the cell types taking the most area are sky130_fd_sc_hd__buf_4 76%, sky130_fd_sc_hd__dfxtp_1 24%, sky130_fd_sc_hd__conb_1 0.45%.
- The run puts the flop and latch count out of synthesis at 10.
- The run puts the area share of the leading cell type in the synthesized netlist at 75.8%.
- The run puts the post-synthesis cell count from yosys at 96.
- Per Yosys stat, the portion of area used by sequential elements is 23.8%.
- Of the combinational cells, the family taking the most area is buffers and inverters.
- The run gives the dominant cell type by area after synthesis as sky130_fd_sc_hd__buf_4.
- The run puts the adder-cell share of the synthesized area at 0%.
- The run gives the cell area after synthesis as 842 um^2.
- The run gives the share of flip-flops with an asynchronous set or reset after synthesis as 0%.
- The run gives the number of warnings issued by yosys as 0.
- The run gives the chip area estimate from yosys synthesis as 842 um^2.
- The run gives the most frequent cell after synthesis as sky130_fd_sc_hd__buf_4.
- The run puts the post-synthesis cell type count at 3.
- The run puts the count of mapped cells out of synthesis at 96.
- The run puts the synthesized area per cell at 8.77 um^2.
- The run gives the number of enable-type register cells in the synthesized netlist as 0.
- The run puts the post-synthesis share of cell area spent on and-or and or-and gates at 0%.
- The synthesis report names the predominant flop master as sky130_fd_sc_hd__dfxtp_1.
- The run puts the simple-gate portion of the synthesized area at 0%.

Clock network:
- The run gives the TritonCTS buffer count as 3.
- The run puts the total number of clock tree sinks at 10.
- The run gives the maximum level of the CTS H-tree as 1.
- TritonCTS built the clock tree.
- Looking at the worst setup and hold paths, the clock pins of their registers show a slew of 60 ps.
- After clock tree synthesis, the setup repair step added 0 buffers.
- The run puts the number of buffers between clock root and the deepest sink at 2.
- The run puts the number of buffers inserted by hold repair at cts at 0.
- The root buffer cell chosen for the clock tree is sky130_fd_sc_hd__clkbuf_4.

Finish:
- The run puts the area used by sequential logic in the layout at 200 um^2.
- Per the run report, area growth between synthesis and finish was -9.81%.
- The run gives the share of post-route cells with drive strength above 1 as 11.2%.
- Counting the fill cells in the layout gives 387.
- Leaving out buffers and inverters, the combinational logic in the layout accounts for 203 um^2.
- After the flow finishes, the layout carries non-filler instances totaling 144.
- The run puts the end-of-flow core utilization at 22.2%.

Detailed routing:
- The script logs the ratio of routed vias to standard cells as 2.47.
- The run gives the number of remaining DRC errors as 0.
- The run puts the mean routed wirelength per cell at 11.8 um.
- The run gives the total vias in the final route as 356.
- The run puts the total length of routed wires at 1700 um.
- The run puts the detailed router's first-iteration violation count at 11.
- Nets still carrying antenna violations after routing amount to 0.
- The run puts the detailed-router iteration count before antenna repair at 2.
- The number of antenna diodes in the final layout is 0.

Final timing:
- Setup repair after global routing left no endpoint under its margin.
- Per the finish-stage timing summary, setup violations number 0.
- In the post-route analysis, the smallest setup slack over all paths is 34.8 ps.
- The final max-slew violation count recorded for this run is 0.
- The run gives the shortest period the worst path allows as 965 ps.
- The run gives the summed negative setup slack over all endpoints as 0 ps.
- The run puts the maximum clock frequency at 1.04 GHz.
- The run gives the number of hold-slack violations in the final timing report as 0.
- The run puts the final-layout worst hold slack at 154 ps.
- The run gives the share of the clock period used by the worst path as 96.5%.

Die:
- The run puts the total core area at 3420 um^2.
- The run puts the die boundary width at 80 um.
- The run puts the I/O pin total at 129.
- The run gives the placement row count as 21.
- The run puts the height of the die at 80 um.
- The run gives the floorplan core density as 24.7%.
- The run puts the area of the chip at 6400 um^2.

Pwr:
- In this run the VDD rail shows a maximum IR drop of 292 uV.
- The run gives the total leakage power as 0.424 nW.
- Power spread over the standard cell area amounts to 1020 nW/um^2.

Worst hold path:
- The run gives the class of the worst hold path as in -> reg.

Outcome:
- The flow ran to the end, and the final reports show no timing, DRC or antenna violations.

Flow run:
- Per the run summary, max-cap violations total 0.
- The tool warning count for the run is 32.

Placement:
- The run puts the setup slack after placement at -362 ps.
- Per the gpl log, the routability congestion estimate is 0.711.
- During placement, the flow inserted port buffers numbering 30.
- The run gives the cell count after placement as 141.
- The run gives the HPWL after detailed placement as 1560 um.
placed cells by master, fill, tap and decap left out:
master and instances:
sky130_fd_sc_hd__dfxtp_1 10, sky130_fd_sc_hd__dlymetal6s2s_1 1, sky130_fd_sc_hd__clkbuf_4 3, sky130_fd_sc_hd__buf_2 5, sky130_fd_sc_hd__clkdlybuf4s15_2 2, sky130_fd_sc_hd__clkdlybuf4s15_1 9, sky130_fd_sc_hd__clkdlybuf4s50_1 4, sky130_fd_sc_hd__dlygate4sd2_1 9
sky130_fd_sc_hd__buf_4 1, sky130_fd_sc_hd__conb_1 54
power breakdown:
group	internal, mW	leakage, nW	switching (mW)
Combinational	0.0694	0.326	0.0288
Sequential	0.420	0.0844	0.00420
Clock	0.138	0.0138	0.116
Total	0.627	0.424	0.149
registers in the layout (all words and copies together), names as in the netlist:
signal   count
rf.reg2      5
rf.reg1      5
layer usage:
| metal | vias to the layer above | part of all wire (%) |
|---|---|---|
| li1 | 156 | - |
| met1 | 142 | 31 |
| met2 | 43 | 49 |
| met3 | 15 | 15 |
| met4 | 0 | 4.6 |
| met5 | - | 0 |
cell families after synthesis:
| group | Yosys count |
|---|---|
| buffers and inverters | 85 |
| flip-flops | 10 |
| other | 1 |
stage by stage:
| stage | cell area (um^2) | power (mW) |
|---|---|---|
| finish | 759 | 0.776 |
| global route | 759 | 0.830 |
| CTS | 751 | 0.802 |
| detailed placement | 768 | 0.574 |
| global placement | 768 | 0.575 |
| floorplan | 1040 | 0.651 |
layout make-up:
type,instances,share of cell area [%]
Timing Repair Buffer,31,36.4
Tap cell,46,7.58
Sequential cell,10,26.4
Clock buffer,3,2.97
Multi-Input combinational cell,54,26.7
worst min-delay path by stage:
stage       startpoint            endpoint  slack [ps]  cells after the start
4_1_cts   instr_in[19]  rf.reg2[3]$_DFF_P_         150                      1
5_1_grt   instr_in[19]  rf.reg2[3]$_DFF_P_         150                      1
6_report  instr_in[16]  rf.reg2[0]$_DFF_P_         150                      1
repair_timing:
action,4_1_cts,5_1_grt
resized,43,6
setup endpoints to repair,20,6
cloned,0,0
Power is estimated from default activity; no workload was simulated.
