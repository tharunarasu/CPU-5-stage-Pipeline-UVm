<file path="flow/config.mk">
export PLATFORM = sky130hd
export DESIGN_NAME = if_stage
export DESIGN_NICKNAME = if_stage
export VERILOG_FILES = /design/flow/design.v
export SDC_FILE = /design/flow/constraint.sdc
export NUM_CORES = 4
export LEC_CHECK = 1
export CORE_UTILIZATION = 40
export SYNTH_HDL_FRONTEND = slang
export SYNTH_MEMORY_MAX_BITS = 65536
</file>
<file path="flow/constraint.sdc">
current_design if_stage

set clk_period 6.0
set clk_io_pct 0.2

create_clock -name clk0 -period $clk_period [get_ports {clk}]

set non_clock_inputs [all_inputs -no_clocks]
set_input_delay [expr $clk_period * $clk_io_pct] -clock clk0 $non_clock_inputs
set_output_delay [expr $clk_period * $clk_io_pct] -clock clk0 [all_outputs]
</file>
<file path="flow/run.sh">
#!/bin/bash
# OpenROAD 26Q1-2900-gdf79404cd8, Yosys 0.63+post, stock flow scripts
make -C /OpenROAD-flow-scripts/flow DESIGN_CONFIG=/design/flow/config.mk WORK_HOME=/design/flow/orfs finish
</file>
<file path="flow/design.v">
module if_stage(
  input  logic        clk,
  input  logic        reset,
  input  logic        stall,
  input  logic        pc_src,
  input  logic [31:0] next_pc,
  output logic [31:0] pc_out,
  output logic [31:0] instr_out
);
  logic [31:0] PC;
  logic [31:0] instr_mem [0:255];
  initial begin
    $readmemh("program.mem", instr_mem);
  end
  always_ff @(posedge clk or posedge reset) begin
    if (reset)
      PC <= 32'd0;
    else if (!stall)
      PC <= pc_src ? next_pc : PC + 4;
  end
  assign pc_out    = PC;
  assign instr_out = instr_mem[PC[9:2]];
endmodule
</file>
==> run summary <==
From the run reports.

- The post-route antenna net violation count is 0.
- Listed in order, past its start point the critical path passes clkdlybuf4s50_1, buf_4, inv_1, nor2_1, a22oi_1, o311ai_0.
- The critical path startpoint category reads an input port.
- The flow measured a signed area growth from synthesis to layout of 27.9%.
- CTS placed an instance of clkbuf_8 at the clock tree root.
- The mean cell area of the mapped netlist is 8.28 um^2.
- After clock tree synthesis, the setup repair step added 0 buffers.
- The fraction of synthesis flops using an asynchronous set or reset pin reads 100%.
- The detailed-routing iteration count for the pre-antenna-repair pass is 4.
- The overall global routing resource usage is between 20% and 30%.
- The part of the Yosys area used for sequential elements reads approximately 34%.
- The starting DRC count in detailed routing reads ~140.
- The top flip-flop cell by instance count after synthesis is dfrtp_1.
- The initial utilization of the core area, before any placement, comes to between 40% and 50%.
- The kind of cell with the highest combined delay along the critical path is buffers and inverters.
- The maximum number of pins on one net before global-route repair is 40.
- The run finished with clean final reports.
- The data arrival time of the critical path reads 3.52 ns.
- The register with the most flip-flops in the layout has 32 of them.
- The library cell contributing the largest single delay on the critical path reads nor2_1.
- The final cell count without fillers reads 414.
- The detailed-routed wire length on met3 is between 500 and 600 um.
- The area share of the largest cell type after synthesis reads 34.0%.
- The timing report gives the biggest stage delay along the critical path as approximately 0.77 ns.
- The most common logic cells in the final layout are 67 x clkdlybuf4s50_1, 32 x conb_1, 32 x dfrtp_1.
- The clock drives 32 sinks.
- In the synthesized netlist, mux cells make up 0.902% of the area.
- The category of the most critical setup path reads in2reg.
- Summing the areas of all and, or, nand and nor instances in the mapped netlist gives between 20 and 30% of the synthesized area.
- After synthesis, the largest family of logic cells by area is simple AND/OR/NAND/NOR gates.
- The global-route wire length before repair reads 10500 um.
- Counting pins that exceed their max-slew limit in the final report gives 0.
- The clock tree from TritonCTS is done.
- The relative max-transition margin reads between 40 and 50%.
- For this design, Yosys synthesis ends with a cell count of approximately 290.
- The area of the synthesized netlist per yosys stat is between 2000 and 2500 um^2.
- The largest total area in the synthesized netlist belongs to dfrtp_1.
- Post-CTS repair ended up resizing 0 cells.
- The die extent in x is about 79 um.
- The post-detailed-route via-to-cell ratio reads around 5.7.
- After global routing the overflow that remains totals 0.
- The post-route netlist has under 10% of its cells at a drive strength greater than 1.
- The capturing element type of the critical path reads a flip-flop.
- The detailed placement HPWL reads ~4400 um.
- By area the synthesized netlist is led by dfrtp_1 34%, buf_4 11%, o21ai_0 4.2%.
- The count of vias placed by the detailed router reads around 2400.
- The number of standard cells after synthesis reads approximately 290.
- Setup repair after global routing left no endpoint under its margin.
- The netlist area before placement reads about 2400 um^2.
- The total length of routed met2 wires reads approximately 3000 um.
- The maximum vdd ir drop reads a little over 0.1 mV.
- The average wire per cell in the routed design reads between 15 and 20 um.
- The startpoint of the lowest-slack hold path is pc_out[1].
- The top layer reached by signal wires reads met4.
- For reference, the clock transition at the flip-flops on the worst setup and hold paths is 0.08 ns.
- The number of placed I/O pins reads ~100.
- The number of clock buffers inserted by TritonCTS is 5.
- The row count is 27.
- The number of failing hold endpoints at the final stage reads 0.
- The deepest level of the CTS H-tree reads 2.
- The area of all placed cells without fillers reads ~3000 um^2.
- For the finished layout, the period the worst path requires is 3.33 ns.
- STA reports the tightest min-delay check as being of type reg2reg.
- In the final report, the number of endpoints failing setup comes to 0.
- The chip occupies 6210 um^2.
- The number of global-route vias before repair reads 2017.
- Counting both buffers and inverters, the worst setup path holds a total of 3.
- Summed over all cells, the static leakage comes to 1.16 nW.
- The number of antenna repair diodes reads 0.
- The last weighted congestion value of the routability-driven placer reads 0.858.
- The final routed DRC violation total is 0.
- The core region is approximately 5600 um^2.
- The highest attainable clock frequency is 300 MHz.
- Once placement completed, the tool counted placed cells totaling 406.
- The number of antenna violations at the first check in global routing reads 0.
- In this run, post-CTS hold repair placed 0 buffers.
- The final worst-path cycle share reads 55.5%.
- The total length of routed wires reads 6500 um.
- The aggregate negative setup slack is 0 ns.
- The top cell type in the final layout, fill and taps aside, is clkdlybuf4s50_1.
- Clock skew on the completed layout was measured at between 0.007 and 0.008 ns.
- The post-synth count of flops with an enable pin is 0.
- The number of max-cap violations is 0.
- The xor and xnor fraction of the mapped netlist area reads 0%.
- The worst reg2reg path startpoint is pc_out[3].
- The total number of warnings across the stage logs reads 25.
- In this run, distinct cell masters in the synthesized netlist total 45.
- The met1 wire length is roughly 2900 um.
- The transition at the pin with the smallest max-transition slack is approximately 0.85 ns.
- The count of warnings emitted by yosys reads 0.
- The quantity of I/O buffers inserted on ports reads 67.
- The launch point of the critical path is pc_src.
- Summing the areas of all compound-gate instances in the mapped netlist gives 22.0% of the synthesized area.
- Clock latency on the worst-skew pair, taken at its later pin, is 0.29 ns.
- The maximum net fanout on the critical path is 39.
- The critical path endpoint has a required time of 6.19 ns.
- The largest buffer count on any clock path reads 2.
- Power spread over the standard cell area amounts to 216 nW/um^2.
- The post-synthesis adder-cell area fraction is less than 1%.
- The placement stage leaves a total instance area of about 2900 um^2.
- The flip-flop and latch count after synthesis reads 32.
- The chip height is between 70 and 80 um.
kinds of logic after synthesis:
group,count (synthesis)
compound gates,78
fa+ha+maj,1
buf+inv,58
flops,32
mux,2
other cells,1
simple gates,113
Yosys cell counts (3+ instances only):
library cell and number:
nor4_1 5, a21oi_1 13, and3_1 4, nand2_1 20, and4_1 7, buf_1 3
nor3_1 11, o22a_1 3, and2_1 4, dfrtp_1 32, buf_2 3, inv_1 6
o211ai_1 5, buf_4 34, or3_1 3, clkbuf_1 11, a22oi_1 12, nand3_1 15
or4_1 5, o22ai_1 5, o311ai_0 4, nor2_1 14, o21ai_0 20, a311oi_1 7
nand4_1 12
worst paths after layout:
| path | endpoint | slack, ns | cells past startpoint |
|---|---|---|---|
| worst max-delay path | pc_out[20] | 2.67 | 6 |
| worst min-delay path | pc_out[1] | 0.49 | 2 |
| worst max register to register | pc_out[18] | 4.00 | 5 |
| min in group asynchronous | pc_out[3] | 1.30 | 3 |
| max in group asynchronous | pc_out[7] | 4.39 | 3 |
| worst min register to register | pc_out[1] | 0.49 | 2 |
where the power goes:
part           internal, W  switching (W)
combinational     0.000111      0.0000621
clock            0.0000916      0.0000863
sequential        0.000248      0.0000516
total             0.000451       0.000200
through the flow:
| step | power [W] | hold slack [ns] | util (%) | setup slack (ns) |
|---|---|---|---|---|
| 2_1_floorplan | 0.000381 | 0.421 | - | 3.70 |
| 5_1_grt | 0.000697 | 0.516 | 53.8 | 2.43 |
| 3_3_place_gp | 0.000477 | 0.462 | 52.1 | 2.39 |
| 4_1_cts | 0.000658 | 0.493 | 53.8 | 2.68 |
| 3_5_place_dp | 0.000478 | 0.472 | 52.1 | 2.38 |
| 6_report | 0.000651 | 0.490 | 53.8 | 2.67 |
worst register-to-register path: stages, from the launching register on:
cell	delay (ns)
dfrtp_1	0.43
ha_1	0.24
and3_1	0.37
nand2_2	0.22
or4_1	0.50
o211ai_1	0.16
routing by layer:
metal	vias to the layer above	global-route usage [%]
li1	1131	-
met1	1105	35.3
met2	114	31.7
met3	7	5.25
met4	0	2.96
met5	-	0
cell type report:
class                   instances  area, um^2
clock buffers                   6        82.6
clock inverters                 2        10.0
fillers                       571        2590
inverters                       6        22.5
multi-input cells             226        1320
flip-flops and latches         32         801
well taps                      72        90.1
repair buffers                 70         693
Power is estimated from default activity; no workload was simulated.
