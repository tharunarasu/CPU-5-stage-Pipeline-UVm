==> design.v <==
module mem_stage(
 input logic clk,
  input logic reset,
  input logic mem_read,
  input logic mem_write,
  input logic [31:0] alu_result,
  input logic [31:0] reg2_data,
  output logic [31:0] mem_data_out,
  output logic [31:0] alu_result_out);
  logic [31:0] data_memory[0:255];   
  initial begin
    data_memory[20] = 32'd100;
  end
  always @(posedge clk)
    begin
      if(reset) begin
      end
      else
        begin
          if(mem_write)
            begin
              data_memory[alu_result[9:2]] <= reg2_data;
            end
        end
    end
  assign mem_data_out =  (mem_read) ? data_memory[alu_result[9:2]] : 32'd0;
    assign alu_result_out=  alu_result;
endmodule
==> constraint.sdc <==
current_design mem_stage

set clk_period 54.9
set clk_io_pct 0.2

create_clock -name clk0 -period $clk_period [get_ports {clk}]

set non_clock_inputs [all_inputs -no_clocks]
set_input_delay [expr $clk_period * $clk_io_pct] -clock clk0 $non_clock_inputs
set_output_delay [expr $clk_period * $clk_io_pct] -clock clk0 [all_outputs]
==> run.sh <==
#!/bin/bash
# OpenROAD 26Q1-2900-gdf79404cd8, Yosys 0.63+post, stock flow scripts
make -C /OpenROAD-flow-scripts/flow DESIGN_CONFIG=/design/flow/config.mk WORK_HOME=/design/flow/orfs finish
==> config.mk <==
export PLATFORM = sky130hd
export DESIGN_NAME = mem_stage
export DESIGN_NICKNAME = mem_stage
export VERILOG_FILES = /design/flow/design.v
export SDC_FILE = /design/flow/constraint.sdc
export NUM_CORES = 4
export LEC_CHECK = 1
export CORE_UTILIZATION = 50
export SYNTH_HDL_FRONTEND = slang
export SYNTH_MEMORY_MAX_BITS = 65536
==> GITHUB_STEP_SUMMARY <==
### Metrics collected by this job

| Metric | Value |
|---|---|
| Status | finished, final reports clean |
| Largest net degree at the start of global routing | 113 |
| Worst-path clk slew | 0.06 ns |
| Yosys adder share | 0% |
| First-pass GRT wire length | 1270000 um |
| Simple-gate area share of the yosys netlist | 1.82% |
| Htree depth | 6 |
| Setup_tns | 0 ns |
| Area reported by Yosys stat | 0.313 sq mm |
| Root buffer cell | clkbuf_16 |
| Cell type with the largest total area | edfxtp_1 |
| Hold worst-path end | data_memory[168][0]$_DFFE_PP_ |
| Yosys top cell area share | 78.5% |
| OpenROAD warnings | 38 |
| Static leakage | 0.110 uW |
| Max FFs per register | 8192 |
| XOR Share, Synth | 0% |
| Setup crit end kind | output pin |
| Residual DRC | 0 |
| Die outline width | 794 um |
| Max-Cap Viols | 0 |
| Via Count | 153203 |
| Final hold viol count | 0 |
| DRT antenna net count | 0 |
| Final period util | 54.3% |
| DRT Pass-1 Iters | 8 |
| Avg Vias per Cell | 6.42 |
| RSZ-0062 raised after global routing | false |
| Initial drt markers | 10687 |
| Period minus WS final | 29.79 ns |
| FMAX | 33.6 MHz |
| Core area | 0.624 sq mm |
| Fin area | 0.355 sq mm |
| Syn Std Cell Area | 0.313 sq mm |
| # Cells Yosys | 14102 |
| GRT Overall Usage | 33.0% |
| EDFF count, synth | 8192 |
| GPL Wtd Cong | 0.907 |
| Hold path depth | 1 |
| Worst EP arrival | 18.82 ns |
| Hpwl dp | 521000 um |
| Cell Type Count | 48 |
| CTS Hold Buffers Added | 0 |
| Actual slew at the worst max-slew pin | 1.40 ns |
| CTS-repair resized insts | 0 |
| Min-delay src | reg2_data[0] |
| CP startpoint kind | input port |
| Yosys Warn Count | 0 |
| Chip area | 0.630 sq mm |
| Crit path kind | in2out |
| I/O pin total | 132 |
| Area Growth Syn to Fin | 13.2% |
| Post-synth regs | 8192 |
| VDD IR max | 0.0000306 V |
| Postcts setup bufs | 0 |
| Vias in the first global route | 171750 |
| Worst-path fanout max | 57 |
| Initial antenna violation count | 41 |
| DIE HEIGHT | 794 um |
| HP Class | in2reg |
| Share of cells above drive strength 1 | 26.4% |
| Required @ worst endpoint | 43.92 ns |
| CTS tree | built |
| Area after DPL | 0.329 sq mm |
| FP Util | 50.2% |
| IO Port Bufs | 83 |
| Setup violators final | 0 |
| Detailed Route WL | 911000 um |
| Top cells, area | edfxtp_1, mux4_2, mux2i_1 |
| Relative slew slack | 6.50% |
| Sequential area share after synthesis | 78.5% |
| Aoi share | 2.95% |
| Multiplexer share | 15.4% |
| Top non-seq family | multiplexers |
| Clock sinks | 8192 |
| Mean Syn Cell Area | 22.2 sq um |
| Pwr dens | 36.6 mW/mm^2 |
| Main flop type | edfxtp_1 |
| Ys async rst share | 0% |
| Syn Inst Count | 14102 |
| CTS Buf Count | 806 |
| Hold WS | 10.17 ns |
| # rows | 290 |
| CTS Buffer Depth | 4 |
| Slew Viols, Final | 0 |
| GRT overflow | 0 |
| Routed len/inst | 38.2 um |
==> cell families (layout without fill, tap and decap cells) <==
kind of cell	after synthesis	in the layout
compound gates	1313	1313
buf+inv	893	2298
flops	8192	8192
mux	2564	2564
other cells	0	42
simple gates	1140	1140
==> power by group <==
group | internal [uW] | total, uW | switching, uW
clock network | 3070 | 5420 | 2360
registers | 6890 | 6890 | 1.58
logic | 201 | 653 | 451
==> cells in the mapped netlist (34+ instances only) <==
master and count:
edfxtp_1 8192, mux4_2 1791, mux2i_1 675, clkbuf_1 466
nand3_1 387, nor2_1 296, a22oi_1 252, buf_2 252
o21ai_0 227, a211oi_1 219, a21oi_1 163, nor2b_1 140
nand4_1 126, o2111ai_1 124, buf_4 109, nand2_1 100
a221oi_1 98, mux2_2 98, a31oi_1 63, buf_1 53
and2_1 35, nor3b_1 34
==> layer usage <==
layer	vias up	share of wire [%]	track usage (%)
met5	-	0.60	6.27
li1	61675	-	-
met4	112	4.9	11.4
met3	1912	24	34.2
met1	75910	27	35.1
met2	13594	44	43.5
==> worst max-delay path by stage <==
stage                          from                to  cells past startpoint
after global routing  alu_result[3]  mem_data_out[18]                     16
after CTS             alu_result[3]  mem_data_out[18]                     16
final                 alu_result[3]  mem_data_out[18]                     16
==> placed cells by master, fill, tap and decap left out, drive strengths merged, types with 32 or more instances in the layout <==
master,n
edfxtp,8192
mux4,1791
clkbuf,972
buf,768
mux2i,675
nand3,387
clkinv,376
nor2,296
a22oi,252
o21ai,227
a211oi,219
a21oi,163
nor2b,140
nand4,126
o2111ai,124
nand2,100
mux2,98
a221oi,98
bufinv,74
a31oi,63
clkdlybuf4s50,43
diode,42
and2,38
clkinvlp,34
nor3b,34
o211ai,32
a221o,32
==> through the flow <==
stage	util [%]	setup WS, ns	cells	power, uW
3_5_place_dp	52.6	25.12	22343	7670
6_report	56.8	25.11	23871	13000
4_1_cts	56.8	25.07	23829	13000
2_1_floorplan	-	30.72	14102	7330
5_1_grt	56.8	24.70	23860	13300
3_3_place_gp	52.6	24.87	22343	7660
==> final cells by class <==
cell class	instances	area, sq um
Antenna cell	42	105
Inverter	1	3.75
Tap cell	8322	10400
Clock inverter	514	5110
Multi-Input combinational cell	5017	65400
Timing Repair Buffer	811	6690
Sequential cell	8192	246000
Fill cell	43705	269000
Clock buffer	972	20900
==> worst max-delay path, stage by stage <==
cell	delay, ns
buf_16	0.23
buf_4	0.66
buf_4	0.65
buf_4	0.66
buf_4	0.67
buf_4	0.61
buf_4	0.65
buf_4	0.62
mux2_2	0.27
o21ai_0	0.07
a21oi_1	0.22
o21ai_0	0.17
o2111ai_1	0.39
a31oi_1	0.17
nor3b_1	0.76
clkdlybuf4s50_1	0.69
Power is estimated from default activity; no workload was simulated.
